--- flow/design.v ---
module bcd(
	input[3:0] bcd_in,
	output logic[6:0] display
);
always_comb
	case(bcd_in)
		4'd0: display <= 7'b0000001;
		4'd1: display <= 7'b1001111;
		4'd2: display <= 7'b0010010;
		4'd3: display <= 7'b0000110;
		4'd4: display <= 7'b1001100;
		4'd5: display <= 7'b0100100;
		4'd6: display <= 7'b0100000;
		4'd7: display <= 7'b0001111;
		4'd8: display <= 7'b0000000;
		4'd9: display <= 7'b0000100;
		default: display <= 7'b1111111;
	endcase
endmodule
module divisor(
	input rst, clk_in, 
	output logic clk_out
);
logic [25:0] count;
always_ff @(posedge clk_in or negedge rst) begin
	if (!rst) begin
		count <= 26'd0;
	end else begin
		if (count == 26'd49999999) begin 
			count <= 26'd0;
	  	end else begin
			count <= count + 26'd1;
		end	
	end
end
assign clk_out = (count == 26'd49999999);
endmodule
module maq_h(
	input logic clk,
	input logic rst,
	input logic incrementa_hora, 
	output logic [3:0] bcd_h_lsd, 
	output logic [1:0] bcd_h_msd
);
always_ff @(posedge clk or negedge rst) begin
	if (!rst) begin
		bcd_h_lsd <= 4'd0;
        bcd_h_msd <= 2'd0;
    end else begin
		if(incrementa_hora) begin 
			if (bcd_h_msd == 2 && bcd_h_lsd == 3) begin
				bcd_h_msd <= 0;
				bcd_h_lsd <= 0;
			end else if (bcd_h_lsd == 9) begin
				bcd_h_lsd <= 0;
				bcd_h_msd <= bcd_h_msd + 1;
			end else begin
				bcd_h_lsd <= bcd_h_lsd + 1;
			end
		end
	end
end
endmodule
module maq_m(
	input logic clk,
	input logic rst,
	input logic incrementa_minuto,
	output logic [3:0] bcd_m_lsd,	 
	output logic [2:0] bcd_m_msd,	 
	output logic incrementa_hora	 
);
always_ff @(posedge clk or negedge rst) begin
	if (!rst) begin
		bcd_m_lsd <= 4'd0;
		bcd_m_msd <= 3'd0;
	end else begin
		if(incrementa_minuto)begin
			if (bcd_m_lsd == 9) begin
				bcd_m_lsd <= 0;
				if(bcd_m_msd == 5) begin
					bcd_m_msd <= 0;
				end else begin
					bcd_m_msd <= bcd_m_msd + 1;
				end
			end else begin
				bcd_m_lsd <= bcd_m_lsd + 1;
			end		
		end
	end
end
assign incrementa_hora = incrementa_minuto && (bcd_m_lsd == 9 && bcd_m_msd == 5);
endmodule
module maq_s(
	input logic clk,
	input logic rst,
	output logic [3:0] bcd_s_lsd,	 
	output logic [2:0] bcd_s_msd,	 
	output logic incrementa_minuto	 
);
always_ff @(posedge clk, negedge rst) begin
	if (!rst) begin
		bcd_s_lsd <= 4'd0;
		bcd_s_msd <= 3'd0;
	end else begin	
		if (bcd_s_lsd == 9) begin
			bcd_s_lsd <= 0;
			if(bcd_s_msd == 5) begin
				bcd_s_msd <= 0;
			end else begin
				bcd_s_msd <= bcd_s_msd + 1;
			end
		end else begin
			bcd_s_lsd <= bcd_s_lsd + 1;
		end
	end
end
assign incrementa_minuto = (bcd_s_lsd == 9 && bcd_s_msd == 5);
endmodule
module relogio(
	input rst,
	input clk,
	output logic [6:0] bcd_s_unid,
	output logic [6:0] bcd_s_dez,
	output logic [6:0] bcd_m_unid,
	output logic [6:0] bcd_m_dez,
	output logic [6:0] bcd_h_unid,
	output logic [6:0] bcd_h_dez
);
logic clk_1hz;
divisor u_divisor(
	.rst(rst),           
	.clk_in(clk),        
	.clk_out(clk_1hz)	 
);
logic[3:0] seg_lsd;
logic[2:0] seg_msd;
logic incrementa_minuto;
maq_s segundos(
	.rst (rst),
	.clk (clk_1hz),
	.bcd_s_lsd (seg_lsd),
	.bcd_s_msd (seg_msd),
	.incrementa_minuto (incrementa_minuto)
);
logic[3:0] min_lsd;
logic[2:0] min_msd;
logic incrementa_hora;
maq_m minutos(
	.rst (rst),
	.clk (clk_1hz),
	.bcd_m_lsd (min_lsd),
	.bcd_m_msd (min_msd),
	.incrementa_hora (incrementa_hora),
	.incrementa_minuto (incrementa_minuto)
);
logic[3:0] hr_lsd;
logic[1:0] hr_msd;
maq_h horas( 
	.rst (rst),
	.clk (clk_1hz),
	.bcd_h_lsd (hr_lsd),
	.bcd_h_msd (hr_msd),
	.incrementa_hora (incrementa_hora)
);
bcd disp0 (.bcd_in(seg_lsd), .display(bcd_s_unid));
bcd disp1 (.bcd_in(seg_msd), .display(bcd_s_dez));
bcd disp2 (.bcd_in(min_lsd), .display(bcd_m_unid));
bcd disp3 (.bcd_in(min_msd), .display(bcd_m_dez));
bcd disp4 (.bcd_in(hr_lsd),  .display(bcd_h_unid));
bcd disp5 (.bcd_in(hr_msd),  .display(bcd_h_dez));
endmodule
--- flow/run.sh ---
#!/bin/bash
# OpenROAD 26Q1-2900-gdf79404cd8, Yosys 0.63+post, stock flow scripts
make -C /OpenROAD-flow-scripts/flow DESIGN_CONFIG=/design/flow/config.mk WORK_HOME=/design/flow/orfs finish
--- flow/config.mk ---
export PLATFORM = sky130hd
export DESIGN_NAME = relogio
export DESIGN_NICKNAME = relogio
export VERILOG_FILES = /design/flow/design.v
export SDC_FILE = /design/flow/constraint.sdc
export NUM_CORES = 4
export LEC_CHECK = 1
export CORE_UTILIZATION = 40
--- flow/constraint.sdc ---
current_design relogio

set clk_period 5.5
set clk_io_pct 0.2

create_clock -name clk0 -period $clk_period [get_ports {clk}]

set non_clock_inputs [all_inputs -no_clocks]
set_input_delay [expr $clk_period * $clk_io_pct] -clock clk0 $non_clock_inputs
set_output_delay [expr $clk_period * $clk_io_pct] -clock clk0 [all_outputs]
==> flow_summary.ini <==
; generated from flow reports
[sta]
untimed_endpoints = 61
fmax_mhz = 498
worst_pin_slew_ps = 621
fin_ws_ps = 3490
setup_viol = 0
skew_ps = 1.47
drv_slew = 0
hold_viol_final = 0
period_needed_ps = 2010
rsz0062_at_grt = no
slew_headroom = 0.583
finalCritPeriodShare = 0.365
unclocked_regs = 20
fin_tns_setup_ps = 0

[setup_path]
critPathMaxStageDelay_ps = 500
cp_data_required_time_ps = 5640
crit_fanout = 8
cp-start-kind = register
cp_cell_sequence = nor4b_1 -> nand4_1 -> nor4_2 -> buf_4 -> a21oi_1
critPathKind = register to register
cp_slowest_cell = nor4_2
crit_path_end_kind = register
crit_arrival_ps = 2150

[route]
dr_total_vias = 2567
diodes = 0
drc = 0
drt_iter0_drc = 66
vias_per_cell = 5.16
postRouteAntennaNets = 0
drt_wl_total_um = 5760
drt-pass1-iter-count = 4
routedWlPerCell_um = 11.6

[clock_network]
cts_buffers = 3
cts.clk_slew.worst_paths_ps = 80
cts_tree = built
cts_setup_buffers = 0
htreeDepth = 1
cts_max_path_buffers = 2
clockRootBuffer = clkbuf_8
post_cts_resize_count = 0
hold_buffers = 0
insertion_delay_ps = 260

[final_layout]
fillCellCount = 680
stdcell_area_um2 = 3640
final_layout_size_suffix_gt1_frac = 0.0477
area_delta_synth_final_pct = 17.4

[global_routing]
gr-total-overflow = 0
use_met2 = 0.226
grt_use_met3 = 0.00945
grt_start_max_net_pins = 47
grt_pass1_vias = 2171
antenna_found_initial = 0
grtUsageMet1 = 0.257
track_usage = 0.150
busiest_layer = met1
grt_pass1_wl_um = 10100

[floorplanning]
dieHeight_um = 90.0
core_um2 = 7370
die_area_um2 = 8100
dieWidth_um = 90.0
fp_util = 0.420
rows = 31
pin_count = 44

[synthesis]
synth.top_cell.area_share = 0.210
async_flop_share = 1.00
edf_count = 0
ys_area_um2 = 3100
ys_ff = 46
synthCells = 364
ys_seq_frac = 0.372
synth_top_flop_cell = dfrtp_1
yosys.area.top_type = dfrtp_1
syn_area_per_cell_um2 = 8.51
ys_cells = 364
syn_area_um2 = 3100
yosysWarnings = 8
topCellsByArea = dfrtp_1 21%, dfrtn_1 16%, ha_1 11%, o21ai_0 4.8%, xnor2_1 4.5%
synth_cell_types = 46

[run]
tool_warnings = 47
drv_cap = 0

[place]
dpl_worst_slack_ps = 3520
place_congestion = 0.916
hpwlAfterDp_um = 4300
io_buffers = 42
placed_area_um2 = 3590

[pwr]
power_density_nw_per_um2 = 82.3
ir_drop_v = 0.000119
p_leak_nw = 1.52

[worst_hold_path]
hp-class = register to register

[outcome]
status = finished clean
## cells in the final DEF, fill, tap and decap left out, types with 5 or more instances in the layout
| cell type | count |
|---|---|
| xnor2_1 | 16 |
| nor3_1 | 7 |
| o21ai_0 | 30 |
| nand3_1 | 18 |
| or3_1 | 7 |
| inv_1 | 23 |
| dfrtp_1 | 26 |
| or2_2 | 7 |
| ha_1 | 28 |
| nand4_1 | 8 |
| a21oi_1 | 25 |
| dfrtn_1 | 20 |
| nor4_1 | 5 |
| or4_1 | 5 |
| clkdlybuf4s50_1 | 41 |
| nand2_1 | 34 |
| nor2_1 | 36 |
## sequential cells by signal, summed over array words and instances, names as in the netlist
register,cells
segundos.bcd_s_lsd,4
minutos.bcd_m_msd,3
horas.bcd_h_lsd,4
horas.bcd_h_msd,2
u_divisor.count,26
minutos.bcd_m_lsd,4
segundos.bcd_s_msd,3
## path summary, 6_finish.rpt
kind | startpoint | endpoint | slack [ps] | cells after the start
setup / recovery | u_divisor.count[9]$_DFF_PN0_ | u_divisor.count[25]$_DFF_PN0_ | 3490 | 5
hold / removal | u_divisor.count[0]$_DFF_PN0_ | u_divisor.count[0]$_DFF_PN0_ | 490 | 1
setup reg to reg | u_divisor.count[9]$_DFF_PN0_ | u_divisor.count[25]$_DFF_PN0_ | 3490 | 5
hold reg to reg | u_divisor.count[0]$_DFF_PN0_ | u_divisor.count[0]$_DFF_PN0_ | 490 | 1
max in group asynchronous | rst | u_divisor.count[18]$_DFF_PN0_ | 4200 | 2
min in group asynchronous | rst | u_divisor.count[3]$_DFF_PN0_ | 920 | 2
## cells in the mapped netlist, types with 7 or more instances
library cell	count
dfrtp_1	26
a21oi_1	25
dfrtn_1	20
o21ai_0	30
ha_1	28
nand2_1	34
nor3_1	7
inv_1	23
or3_1	7
nor2_1	36
nand3_1	18
or2_2	7
xnor2_1	16
nand4_1	8
## worst max-delay path, delay by kind of cell (launching register included)
family | cells | cell delay (ps)
buffers and inverters | 1 | 280
flip-flops | 1 | 450
AND/OR/NAND/NOR | 3 | 1110
AND-OR/OR-AND | 1 | 60
## routing by layer
metal	part of all wire	vias to the layer above
li1	-	1333
met1	0.52	1175
met2	0.44	55
met3	0.034	4
met4	0.0052	0
met5	0	-
## cell families (layout without fill, tap and decap cells)
kind of cell	count (synthesis)	after routing	share of synthesized area
AOI/OAI and AO/OA	69	69	0.122
buffers and inverters	38	72	0.0517
adders and majority gates	28	28	0.113
DFF	46	46	0.372
muxes	7	7	0.0238
xor gates and xnor gates	20	20	0.0566
other	1	1	0.00121
and+or+nand+nor	155	155	0.260
## through the flow
step	util	hold slack [ps]	power, W	cells
3_5_place_dp	0.488	486	0.000202	494
2_1_floorplan	-	455	0.000195	364
5_1_grt	0.493	528	0.000315	497
4_1_cts	0.493	497	0.000306	497
6_report	0.493	492	0.000299	497
3_3_place_gp	0.488	479	0.000202	494
## final cells by class
cell class              instances  area [µm²]  area share
multi-input cells             280        1790       0.493
well taps                      99         124      0.0341
clock buffers                   3        41.3      0.0114
inverters                      24        90.1      0.0248
repair buffers                 45         438       0.120
flip-flops and latches         46        1150       0.317
## report_power, final
| part | switching, W | internal, W | leakage (nW) | total, W |
|---|---|---|---|---|
| registers | 0 | 0.000191 | 0.622 | 0.000191 |
| logic | 0.00000632 | 0.000000714 | 0.881 | 0.00000703 |
| clock network | 0.0000524 | 0.0000489 | 0.0216 | 0.000101 |
Power is estimated from default activity; no workload was simulated.
